**./design.v**
```verilog
module par_chk # ( parameter DATA_WIDTH = 8 )
(
 input   wire                   CLK,
 input   wire                   RST,
 input   wire                   parity_type, 
 input   wire                   sampled_bit,
 input   wire                   Enable,  
 input   wire  [DATA_WIDTH-1:0] P_DATA,
 output  reg                    par_err
);
reg        parity ;
always @ (*)
  begin
    case(parity_type)
    1'b0 : begin                 
	        parity <= ^P_DATA  ;      
	       end
    1'b1 : begin
	        parity <= ~^P_DATA ;      
	       end		
    endcase       	 
 end 
always @ (posedge CLK or negedge RST)
 begin
  if(!RST)
   begin
    par_err <= 1'b0 ;
   end
  else if(Enable)
   begin
    par_err <= parity ^	sampled_bit ;
   end	
 end
endmodule
```
**./config.mk**
```make
export PLATFORM = sky130hd
export DESIGN_NAME = par_chk
export DESIGN_NICKNAME = par_chk
export VERILOG_FILES = /design/flow/design.v
export SDC_FILE = /design/flow/constraint.sdc
export NUM_CORES = 4
export LEC_CHECK = 1
export CORE_AREA = 10 10 70 70
export DIE_AREA = 0 0 80 80
```
**./constraint.sdc**
```tcl
current_design par_chk

set clk_period 1.0
set clk_io_pct 0.2

create_clock -name clk0 -period $clk_period [get_ports {CLK}]

set non_clock_inputs [all_inputs -no_clocks]
set_input_delay [expr $clk_period * $clk_io_pct] -clock clk0 $non_clock_inputs
set_output_delay [expr $clk_period * $clk_io_pct] -clock clk0 [all_outputs]
```
**./run.sh**
```bash
#!/bin/bash
# OpenROAD 26Q1-2900-gdf79404cd8, Yosys 0.63+post, stock flow scripts
make -C /OpenROAD-flow-scripts/flow DESIGN_CONFIG=/design/flow/config.mk WORK_HOME=/design/flow/orfs finish
```
==> flow_summary_export.csv <==
group,metric,value,unit
layout,syn2layout_area_growth,201,%
placement,pre_cts_slack,-653,ps
power_and_ir_drop,peakVddDrop,0.115,mV
critical_path,crit_type,"in2reg",
logic_synthesis,syn-instance-count,11,
final_timing,fin_crit,1260,ps
placement,dp.cells,70,
floorplanning,pin_count,14,
global_route,grt_max_degree,3,
logic_synthesis,yosys.stat.chipArea,118,µm²
global_route,gr-usage-met2,1.93,%
logic_synthesis,syn_avg_cell_area,10.7,µm²
routing,drt_iter0_drc,0,
global_route,busiest_layer,"met2",
cts,clk_pin_slew_worst_paths,0,ps
logic_synthesis,synth_flops,1,
layout,largestRegisters,"par_err x1",
placement,port-buffer-count,13,
layout,instances_no_fill,71,
floorplanning,chipArea,6400,µm²
final_timing,fin_crit_sh,126,%
routing,diodes,0,
routing,dr.pass1.iters,1,
final_timing,rsz0062_at_grt,"yes",
global_route,globalRouteOverflowTotal,0,
power_and_ir_drop,power.density,768,nW/µm²
job,tool_warnings,31,
logic_synthesis,ys_cells,11,
global_route,grt_pass1_vias,156,
final_timing,slew_violations,0,
power_and_ir_drop,finalPower,0.272,mW
critical_path,path_max_fanout,1,
routing,drc,0,
global_route,grt_use_met3,1.48,%
final_timing,fin_worst_skew,0,ps
logic_synthesis,synth_area,118,µm²
global_route,grt_pass1_wl,724,µm
global_route,antenna_found_initial,1,
final_timing,setup_viol,1,
global_route,grt_usage,1.44,%
final_timing,hold_viol,0,
layout,drive_above_1_share,44.0,%
layout,fill_cells,399,
logic_synthesis,yosysSeqAreaShare,21.3,%
final_timing,worst_slew_pin_slew,246,ps
logic_synthesis,yosysWarnings,1,
placement,routabilityCongestion,0.619,
final_timing,fmax,792,MHz
floorplanning,initial_utilization,3.44,%
power_and_ir_drop,power_leakage,0.151,nW
critical_path,worst-endpoint-arrival,1140,ps
global_route,grt_use_met1,1.67,%
critical_path,startpoint_type,"input pin",
run_status,status,"finished with violations",
routing,routed_wl,477,µm
cts,worst_skew_pair.late_latency,0,ps
critical_path,r2r_slack,260,ps
worst_hold_path,holdCritPathClass,"in2async",
floorplanning,die_x,80,µm
floorplanning,core_area,3420,µm²
routing,vias,125,
routing,vias_per_cell,1.76,
job,cap_violations,0,
run_status,violations,"negative setup slack",
layout,regMostFlops,"par_err",
floorplanning,rows,21,
floorplanning,die-height,80,µm
cts,postCtsHoldBufs,0,
critical_path,cp-end-kind,"flop",
routing,wl_per_cell,6.72,µm
layout,largest_reg_flops,1,
routing,ant_nets,0,
logic_synthesis,yosysUniqueCellTypes,6,
final_timing,max_slew_margin,83.5,%
critical_path,crit_required,870,ps
final_timing,finalWorstSetupSlack,-262,ps
==> worst max-delay path, stage by stage <==
cell,delay (ps)
clkdlybuf4s15_1,200
xnor2_2,140
xnor3_1,370
xnor2_2,140
a21oi_1,80
==> cells by family after synthesis <==
group / synth area share [%]
compound gates: 4.25
xor+xnor: 71.3
flops: 21.3
simple gates: 3.19
==> path summary, 6_finish.rpt <==
kind / startpoint / end / cells after the start
setup / recovery: parity_type / par_err / 5
hold / removal: RST / par_err / 1
min in group clk0: par_err / par_err / 3
hold reg to reg: par_err / par_err / 3
setup reg to reg: par_err / par_err / 3
max in group asynchronous: RST / par_err / 1
==> report_power, final <==
part	internal, mW	switching (mW)	total, mW
registers	0.0566	0.00634	0.0629
clock network	0	0	0
logic	0.146	0.0627	0.209
==> through the flow <==
step / utilization [%] / TNS [ps] / hold slack [ps] / area (µm²)
finish: 10.4 / -262 / 355 / 354
global route: 10.4 / -329 / 365 / 354
CTS: 9.74 / -330 / 359 / 333
detailed placement: 9.16 / -653 / 356 / 313
global placement: 9.16 / -643 / 351 / 313
floorplan: - / -43.8 / -95.6 / 125
==> synth_stat cells, drive strengths merged <==
library cell  count  area [µm²]
xnor2             6        52.6
a21oi             1        5.00
dfrtp             1        25.0
nor2              1        3.75
xnor3             1        22.5
xor2              1        8.76
==> metal layers <==
| metal | vias to the layer above | routed length, µm |
|---|---|---|
| li1 | 63 | - |
| met1 | 50 | 176 |
| met2 | 8 | 189 |
| met3 | 2 | 96 |
| met4 | 2 | 0 |
| met5 | - | 13 |
==> layout make-up <==
| type | count | area (µm²) | area share (%) |
|---|---|---|---|
| Sequential cell | 1 | 25.0 | 7.07 |
| Tap cell | 46 | 57.6 | 16.3 |
| Multi-Input combinational cell | 10 | 138 | 38.9 |
| Timing Repair Buffer | 14 | 134 | 37.8 |
==> what timing repair did <==
action,in CTS,in global routing
setup endpoints to repair,1,2
pin swaps,8,5
cloned,0,0
setup buffers,0,1
resized,24,6
==> cells in the final DEF (no fill, tap or decap) <==
cell             n
xnor2_2          5
dlygate4sd2_1    4
clkdlybuf4s50_1  2
clkdlybuf4s15_1  2
buf_6            2
xor2_2           1
xnor3_1          1
xnor2_1          1
nor2_1           1
a21oi_1          1
clkbuf_2         1
clkdlybuf4s15_2  1
dlymetal6s2s_1   1
dfrtp_1          1
buf_4            1
