$ cat ./run.sh
#!/bin/bash
# OpenROAD 26Q1-2900-gdf79404cd8, Yosys 0.63+post, stock flow scripts
make -C /OpenROAD-flow-scripts/flow DESIGN_CONFIG=/design/flow/config.mk WORK_HOME=/design/flow/orfs finish
$ cat ./constraint.sdc
current_design UART_TOP

set clk_period 3.2
set clk_io_pct 0.2

create_clock -name clk0 -period $clk_period [get_ports {CLK}]

set non_clock_inputs [all_inputs -no_clocks]
set_input_delay [expr $clk_period * $clk_io_pct] -clock clk0 $non_clock_inputs
set_output_delay [expr $clk_period * $clk_io_pct] -clock clk0 [all_outputs]
$ cat ./config.mk
export PLATFORM = sky130hd
export DESIGN_NAME = UART_TOP
export DESIGN_NICKNAME = UART_TOP
export VERILOG_FILES = /design/flow/design.v
export SDC_FILE = /design/flow/constraint.sdc
export NUM_CORES = 4
export LEC_CHECK = 1
export CORE_AREA = 10 10 98 98
export DIE_AREA = 0 0 108 108
$ cat ./design.v
module MUX (
  input wire         parity_bit, serial_data, CLK, RST,
  input wire [1:0]   mux_sel,
  output reg         TX_OUT
  );
  reg TX_OUT_start;
  always @ (posedge CLK  or negedge RST)
  begin
    if (!RST)
      TX_OUT <= 1'b1;
    else
      begin
      case (mux_sel)
        2'b00: begin
               TX_OUT_start <= 1'b0;
               TX_OUT <= TX_OUT_start;
               end
        2'b01: TX_OUT <= serial_data;
        2'b10: TX_OUT <= parity_bit;
        2'b11: TX_OUT <= 1'b1;
      endcase
      end
    end
  endmodule
module UART_parity (
  input  wire        data_valid, CLK, RST, parity_type,
  input  wire  [7:0] Parallel_data,
  output reg         parity_bit
  );
  always @ (posedge CLK or negedge RST)
  begin
    if (!RST)
      parity_bit <= 1'b0;
    else if (!parity_type && data_valid)               
      parity_bit <= ^Parallel_data;
    else if (parity_type && data_valid)                
      parity_bit <=  ~(^Parallel_data);
    else
      parity_bit <= parity_bit;
  end
endmodule
module UART_serializer (
  input  wire       RST,CLK,serial_EN,busy,
  input  wire [7:0] Parallel_data,
  output reg        serial_data, serial_done
  );
  reg [7:0] serial_data_reg;
  reg [3:0] counter;
  always @ (posedge CLK or negedge RST)
  begin
    if (!RST)
      begin
      serial_data_reg <= 8'b0;
      serial_data <= 1'b0;
      counter = 4'b0;
      end
    else if (!busy && serial_EN && !serial_done)
      begin
      serial_data_reg <= Parallel_data;
      end
    else if (busy && serial_EN && !serial_done)
      begin
      serial_data <= serial_data_reg[0] ;
      serial_data_reg[0] <= serial_data_reg[1] ;
      serial_data_reg[1] <= serial_data_reg[2] ;
      serial_data_reg[2] <= serial_data_reg[3] ;
      serial_data_reg[3] <= serial_data_reg[4] ;
      serial_data_reg[4] <= serial_data_reg[5] ;
      serial_data_reg[5] <= serial_data_reg[6] ;
      serial_data_reg[6] <= serial_data_reg[7] ;
      serial_data_reg[7] <= 1'b0;
      counter <= counter + 1;
      end
    else  
    begin
      serial_data_reg <= 8'b0;
      serial_data <= 1'b0 ;
      counter <= 4'b0;
    end
  end   
  always @(*)
  begin
    if (counter == 4'b1000)
       serial_done = 1'b1;
      else
       serial_done = 1'b0;
  end
endmodule
module UART_TOP (
  input wire   parity_EN, data_valid, CLK, RST, parity_type,
  input wire [7:0] Parallel_data,
  output wire TX_OUT, busy
  );
  wire serial_done, serial_EN, serial_data, parity_bit;
  wire [1:0] mux_sel;
  UART_FSM u_FSM (
  .data_valid(data_valid),
  .parity_EN(parity_EN),
  .serial_done(serial_done),
  .CLK(CLK),
  .RST(RST),
  .busy(busy),
  .serial_EN(serial_EN),
  .mux_sel(mux_sel)
  );
  UART_serializer u_serial (
  .CLK(CLK),
  .RST(RST),
  .serial_EN(serial_EN),
  .busy(busy),
  .Parallel_data(Parallel_data),
  .serial_data(serial_data),
  .serial_done(serial_done)
  );
  UART_parity u_parity (
  .CLK(CLK),
  .RST(RST),
  .data_valid(data_valid),
  .Parallel_data(Parallel_data),
  .parity_bit(parity_bit),
  .parity_type(parity_type)
  );
  MUX u_MUX (
  .CLK(CLK),
  .RST(RST),
  .parity_bit(parity_bit),
  .serial_data(serial_data),
  .mux_sel(mux_sel),
  .TX_OUT(TX_OUT)
  );
endmodule 
module UART_FSM (
  input            data_valid, parity_EN, serial_done,
  input            CLK, RST,
  output reg       busy, serial_EN,
  output reg [1:0] mux_sel
  );
  localparam idle= 5'b00001,
             start= 5'b00010,
             data= 5'b00100,
             parity= 5'b01000,
             stop= 5'b10000;
 reg [4:0] current_state,next_state;
 always @ (posedge CLK or negedge RST)
 begin
 if (!RST)
 current_state <= idle;
 else
 current_state <= next_state;
 end
 always @ (*)
 begin
 case (current_state)
     idle :begin
            serial_EN = 1'b0;
            busy = 1'b0;
            mux_sel = 2'b11;
            if (data_valid)           
             next_state = start;
            else
             next_state = idle;
           end
      start: begin
              serial_EN = 1'b1;
              busy = 1'b0;
              mux_sel = 2'b00;
              next_state = data;
             end
      data: begin
             serial_EN = 1'b1;
             busy = 1'b1;
             mux_sel = 2'b01;
             if (serial_done)
               begin
                 case (parity_EN)
                   1'b1: next_state = parity;
                   1'b0: next_state = stop;
                 endcase
               end
              else
               next_state = data;
             end
      parity: begin
               serial_EN = 1'b0;
               busy = 1'b1;
               mux_sel = 2'b10;
               next_state = stop;
              end
      stop: begin
             serial_EN = 1'b0;
             busy = 1'b1;
             mux_sel = 2'b11;
             if (data_valid)
               next_state = start;
             else
               next_state = idle;
            end
    endcase
  end
endmodule
==> results.sh <==
# physical design summary
export IMPL_status="completed"
export IMPL_synth_cells=112
export IMPL_critical_path_most_common_cell="xnor2_1"
export IMPL_grt_pass1_wl_mm=3.705
export IMPL_gp_congestion=0.7797
export IMPL_crit_required_ns=3.34
export IMPL_cts_root_buf="clkbuf_8"
export IMPL_fp_dieW_um=108
export IMPL_ctsResizeCount=0
export IMPL_timing_slew_headroom_pct=51.73
export IMPL_yosysChipArea_um2=1192
export IMPL_num_fill_cells=811
export IMPL_clkTransAtPathRegs_ns=0.07
export IMPL_power_ir_vdd_worst_mv=0.1033
export IMPL_crit_type="in -> reg"
export IMPL_cts_tree="yes"
export IMPL_hold_buffers=0
export IMPL_path_buffers=1
export IMPL_avgSynthCellArea_um2=10.65
export IMPL_busiest_layer="met2"
export IMPL_synth_seq_cells=29
export IMPL_untimed_endpoints=15
export IMPL_cp_start_kind="input port"
export IMPL_rows=32
export IMPL_grt_overflow=0
export IMPL_grt_pass1_vias=786
export IMPL_cp_cell_sequence="clkdlybuf4s50_1 -> xnor2_1 -> xnor3_1 -> xnor2_1 -> mux2_4"
export IMPL_regArea_um2=638.1
export IMPL_cts_made_buffers=3
export IMPL_drt_vias_per_instance=3.272
export IMPL_critPathCaptureType="flip-flop"
export IMPL_tns_ns=0
export IMPL_grt_antenna_before_repair=0
export IMPL_r2r_start="u_serial.counter[0]"
export IMPL_drc=0
export IMPL_postCtsSetupBuffers=0
export IMPL_grt_max_degree=21
export IMPL_post_layout_nonfiller_instances=228
export IMPL_unclocked_pins=9
export IMPL_fin_worst_skew_ns=0.001454
export IMPL_warning_count=26
export IMPL_wl_mm=2.104
export IMPL_die_h_um=108
export IMPL_yosysCellCount=112
export IMPL_finalPower_uw=539.8
export IMPL_use_met1_pct=5.049
export IMPL_dr_pass1_iters=3
export IMPL_cp_top_family="XOR/XNOR gates"
export IMPL_postPlaceCellArea_um2=1443
export IMPL_boundaryPins=15
export IMPL_largest_register_ffs=9
export IMPL_drtIter0Drc=42
export IMPL_yosysWarnings=4
export IMPL_combGateArea_um2=514.2
export IMPL_top_cells_by_count="18 x dfrtp_1, 17 x nor2_1, 9 x dlxtn_1, 9 x mux2i_1, 6 x xor2_1"
export IMPL_edf_count=0
export IMPL_worst_pin_slew_ns=0.7235
export IMPL_drive_above_1_share_pct=7.937
export IMPL_use_met2_pct=6.207
export IMPL_slew_viol_final=0
export IMPL_clock_fmax_mhz=518.8
export IMPL_synth_distinct_cells=31
export IMPL_num_antenna_cells=0
export IMPL_postLayoutCellArea_um2=1498
export IMPL_core_region_area_um2=7647
export IMPL_wl_per_cell_um=9.228
export IMPL_hold_violations=0
export IMPL_dieArea_um2=11660
export IMPL_crit_path_start="Parallel_data[2]"
export IMPL_period_needed_ns=1.927
export IMPL_synth_most_common_cell="dfrtp_1"
export IMPL_drv_cap=0
export IMPL_min_path_type="reg -> reg"
export IMPL_grt_setup_unrepaired="false"
export IMPL_dp_cells=224
export IMPL_p_leak_nw=0.6202
export IMPL_synthArstFlopShare_pct=68.97
export IMPL_worstSkewPairLatency_ns=0.25
export IMPL_grtUsageMet3_pct=0.4217
export IMPL_synth_cell_area_um2=1192
export IMPL_setup_viol=0
export IMPL_htreeDepth=1
export IMPL_slowest_delay_ns=0.50
export IMPL_synth_top_area_share_pct=37.78
export IMPL_antenna_left=0
export IMPL_flop_cell="dfrtp_1"
export IMPL_numPortBuffers=14
export IMPL_yosys_area_top_type="dfrtp_1"
export IMPL_critPathMaxFanout=2
export IMPL_cts_path_max_buffers=2
export IMPL_area_growth_pct=25.60
export IMPL_slowest_stage="clkdlybuf4s50_1"
export IMPL_arrival_ns=2.07
export IMPL_vias=746
export IMPL_yosys_top_cells_area="dfrtp_1 38%, dlxtn_1 11%, mux2i_1 7.6%"
export IMPL_hp_start="u_serial.serial_data_reg[5]"
export IMPL_grt_util_all_layers_pct=3.699
export IMPL_fin_crit_sh_pct=60.23
export IMPL_fp_util_pct=15.59
export IMPL_power_density_nw_per_um2=360.4
## layout by cell type (no fill, tap or decap), types with 2 or more instances in the layout
| cell | Yosys | routed |
|---|---|---|
| nor3_1 | 3 | 3 |
| xnor2_1 | 5 | 5 |
| dfstp_2 | 2 | 2 |
| clkdlybuf4s50_1 | 0 | 14 |
| a21oi_1 | 3 | 3 |
| clkbuf_8 | 0 | 4 |
| nor2_1 | 17 | 17 |
| inv_1 | 3 | 3 |
| dlxtn_1 | 9 | 9 |
| nor2b_1 | 4 | 4 |
| mux2i_1 | 9 | 9 |
| xor2_1 | 6 | 6 |
| nand2_1 | 5 | 5 |
| ha_1 | 2 | 2 |
| dfrtp_1 | 18 | 18 |
| o211ai_1 | 2 | 2 |
| and2_1 | 2 | 2 |
| o21ai_0 | 3 | 3 |
## power breakdown
group          switching [mW]  total (mW)  internal (mW)
combinational          0.0259      0.0720         0.0462
clock                  0.0787       0.188          0.109
sequential            0.00921       0.280          0.270
## final timing paths
path                                          endpoint  cells past startpoint  slack (ns)
max                                u_parity.parity_bit                      5        1.27
min                        u_serial.serial_data_reg[4]                      2        0.49
max reg2reg                u_serial.serial_data_reg[7]                      6        1.62
min reg2reg                u_serial.serial_data_reg[4]                      2        0.49
max in group asynchronous                 u_MUX.TX_OUT                      2        2.22
min in group asynchronous  u_serial.serial_data_reg[3]                      2        0.72
## routing by layer
metal  wire length, um  up-vias
li1                  -      396
met1               984      342
met2              1053        6
met3                34        2
met4                31        0
met5                 0        -
## worst reg2reg max path, cell delays in order, from the launching register on
cell	delay [ns]
dfrtp_1	0.42
inv_1	0.07
ha_1	0.14
nand2_1	0.06
or2_1	0.25
nand2_1	0.38
nor3b_1	0.11
## cell type report
| cell class | instances | area share, % |
|---|---|---|
| clock buffers | 4 | 3.676 |
| inverters | 4 | 1.003 |
| repair buffers | 15 | 9.858 |
| flip-flops and latches | 29 | 42.61 |
| well taps | 102 | 8.521 |
| multi-input cells | 74 | 34.34 |
## stage by stage
step	hold slack, ns	utilization, %	setup slack [ns]
floorplan	0.3444	-	1.529
global placement	0.4791	18.86	1.015
detailed placement	0.4794	18.86	1.002
CTS	0.4967	19.58	1.278
global route	0.5301	19.58	1.203
finish	0.4931	19.58	1.273
## logic make-up (layout without fill, tap and decap cells)
group                    Yosys count  count (layout)  synth area share [%]
flip-flops                        20              20                 42.18
AND/OR/NAND/NOR                   38              38                 15.64
XOR/XNOR                          13              13                 11.33
AND-OR/OR-AND                     11              11                 5.246
latches                            9               9                 11.33
buffers and inverters              9              23                 3.357
adder cells (fa/ha/maj)            2               2                 2.098
multiplexers                      10              10                 8.814
No activity file was given, so power comes from the tool's default toggle rates.
