--- flow/run.sh ---
#!/bin/bash
# OpenROAD 26Q1-2900-gdf79404cd8, Yosys 0.63+post, stock flow scripts
make -C /OpenROAD-flow-scripts/flow DESIGN_CONFIG=/design/flow/config.mk WORK_HOME=/design/flow/orfs finish
--- flow/config.mk ---
export PLATFORM = sky130hd
export DESIGN_NAME = uart_rx_fsm
export DESIGN_NICKNAME = uart_rx_fsm
export VERILOG_FILES = /design/flow/design.v
export SDC_FILE = /design/flow/constraint.sdc
export NUM_CORES = 4
export LEC_CHECK = 1
export CORE_AREA = 10 10 70 70
export DIE_AREA = 0 0 80 80
--- flow/constraint.sdc ---
current_design uart_rx_fsm

set clk_period 1.7
set clk_io_pct 0.2

create_clock -name clk0 -period $clk_period [get_ports {CLK}]

set non_clock_inputs [all_inputs -no_clocks]
set_input_delay [expr $clk_period * $clk_io_pct] -clock clk0 $non_clock_inputs
set_output_delay [expr $clk_period * $clk_io_pct] -clock clk0 [all_outputs]
--- flow/design.v ---
module uart_rx_fsm  # ( parameter DATA_WIDTH = 8 ) (
 input   wire                  CLK,
 input   wire                  RST,
 input   wire                  S_DATA,
 input   wire                  parity_enable, 
 input   wire   [3:0]          bit_count,
 input   wire   [2:0]          edge_count,
 input   wire                  par_err,
 input   wire                  stp_err, 
 input   wire                  strt_glitch,
 output  reg                   strt_chk_en,  
 output  reg                   edge_bit_en, 
 output  reg                   deser_en, 
 output  reg                   par_chk_en, 
 output  reg                   stp_chk_en,
 output  reg                   dat_samp_en,
 output  reg                   data_valid
);
localparam  [2:0]      IDLE     = 3'b000 ,
                       start    = 3'b001 ,
					   data     = 3'b011 ,
					   parity   = 3'b010 ,
					   stop     = 3'b110 ,
					   err_chk  = 3'b111 ,
					   data_vld = 3'b101 ;
reg         [2:0]      current_state , next_state ;
always @ (posedge CLK or negedge RST)
 begin
  if(!RST)
   begin
    current_state <= IDLE ;
   end
  else
   begin
    current_state <= next_state ;
   end
 end
always @ (*)
 begin
  case(current_state)
  IDLE   : begin
             if(!S_DATA)
			  next_state = start ;
			else
			  next_state = IDLE ; 			
           end
  start  : begin
             if(bit_count == 4'd0 && edge_count == 3'd7)
			   begin
			    if(!strt_glitch)                     
				 begin
			      next_state = data ;
                 end
                else 
                 begin
 			      next_state = IDLE ;       
                 end		
               end
			 else
			   begin
			    next_state = start ; 			
               end			  
           end
  data   : begin
             if(bit_count == 4'd8 && edge_count == 3'd7)
			   begin
			     if(parity_enable)
				   begin
			        next_state = parity ;
				   end 
                 else
				   begin
			        next_state = stop ;
                   end					
               end
			 else
			   begin
			    next_state = data ; 			
               end			  
           end 
  parity : begin
             if(bit_count == 4'd9 && edge_count == 3'd7)
			   begin
			    next_state = stop ; 
               end
			 else
			   begin
			    next_state = parity ; 			
               end			  
           end
  stop   : begin
             if(bit_count == 4'd10 && edge_count == 3'd5)
			   begin
			    next_state = err_chk ; 
               end
			 else
			   begin
			    next_state = stop ; 			
               end			  
           end	
  err_chk   : begin
               if(par_err | stp_err)
			   begin
			    next_state = IDLE ; 
               end
			 else
			   begin
			    next_state = data_vld ; 	    				
               end			  
             end	
  data_vld : begin
              if(!S_DATA)
			   next_state = start ;
			  else
			   next_state = IDLE ; 						
             end			  		   
  default: begin
			 next_state = IDLE ; 
           end	
  endcase                 	   
 end 
always @ (*)
 begin
  edge_bit_en = 1'b0 ;
  dat_samp_en = 1'b0 ;  
  deser_en    = 1'b0 ; 
  par_chk_en  = 1'b0 ; 
  stp_chk_en  = 1'b0 ;
  data_valid  = 1'b0 ;
  strt_chk_en = 1'b0 ;
  case(current_state)
  IDLE   : begin
             if(!S_DATA)
			  begin
               edge_bit_en = 1'b1 ; 
               deser_en    = 1'b0 ; 
               par_chk_en  = 1'b0 ; 
               stp_chk_en  = 1'b0 ;	
			   strt_chk_en = 1'b1 ;
               dat_samp_en = 1'b1 ; 			   
			  end 
			else
			  begin
			   strt_chk_en = 1'b0 ;
               edge_bit_en = 1'b0 ; 
               deser_en    = 1'b0 ; 
               par_chk_en  = 1'b0 ; 
               stp_chk_en  = 1'b0 ;
               dat_samp_en = 1'b0 ; 			   
			  end  			
           end
  start  : begin
			 strt_chk_en = 1'b1 ;  
             edge_bit_en = 1'b1 ; 
             deser_en    = 1'b0 ; 
             par_chk_en  = 1'b0 ; 
             stp_chk_en  = 1'b0 ;
             dat_samp_en = 1'b1 ;			 
           end
  data   : begin
             edge_bit_en = 1'b1 ; 
             deser_en    = 1'b1 ; 
             par_chk_en  = 1'b0 ; 
             stp_chk_en  = 1'b0 ;
             dat_samp_en = 1'b1 ;			 
           end
  parity : begin
             edge_bit_en = 1'b1 ; 
             deser_en    = 1'b0 ; 
             par_chk_en  = 1'b1 ; 
             stp_chk_en  = 1'b0 ;
             dat_samp_en = 1'b1 ;				 
           end
  stop   : begin
             edge_bit_en = 1'b1 ; 
             deser_en    = 1'b0 ; 
             par_chk_en  = 1'b0 ; 
             stp_chk_en  = 1'b1 ;
             dat_samp_en = 1'b1 ;				 
           end	
  err_chk: begin
             edge_bit_en = 1'b0 ; 
             deser_en    = 1'b0 ; 
             par_chk_en  = 1'b0 ; 
             stp_chk_en  = 1'b0 ;
             dat_samp_en = 1'b1 ;				 
           end	
  data_vld:begin
             edge_bit_en = 1'b0 ; 
             deser_en    = 1'b0 ; 
             par_chk_en  = 1'b0 ; 
             stp_chk_en  = 1'b0 ;
             data_valid  = 1'b1 ;
             dat_samp_en = 1'b0 ;				 
           end			   
  default: begin
             edge_bit_en = 1'b0 ; 
             deser_en    = 1'b0 ; 
             par_chk_en  = 1'b0 ; 
             stp_chk_en  = 1'b0 ;	
			 data_valid  = 1'b0 ;
             dat_samp_en = 1'b0 ;				 
		   end 
  endcase                 	   
 end 
endmodule
==> results_dict.tcl <==
# metrics dict for downstream scripts
set metrics [dict create \
    path_class "reg2out" \
    cp_top_family "buffers and inverters" \
    grt_overflow 0 \
    crit_slowest_cell "clkdlybuf4s50_1" \
    warning_count 25 \
    top_area_share_pct 41.0 \
    route.met2.wl_um 347 \
    synthXorXnorAreaFrac_pct 0 \
    worst_pin_slew_ps 318 \
    wl_met1_um 558 \
    clk_path_buf_depth 2 \
    grt_pass1_vias 368 \
    wl_met3_um 211 \
    rsz0062_at_grt "no" \
    drc 0 \
    drv_cap 0 \
    skew_ps 0.296 \
    drt_iter0_drc 21 \
    fin_crit_ps 1550 \
    yosys.area.top_type "dfrtp_1" \
    yosys_area_um2 367 \
    synthTopLogicFamily "simple AND/OR/NAND/NOR gates" \
    timing.critical_path.arrival_ps 1210 \
    r2r-start "current_state[5]" \
    grt_pass1_wl_um 1700 \
    p_leak_nw 0.279 \
    ys_seq_share_pct 48.1 \
    core_mm2 0.00342 \
    die_w_um 80 \
    regToRegSetupSlack_ps 600 \
    first_pass_iters 4 \
    regToRegEndpoint "current_state[1]" \
    worstPathCellList "buf_4 -> clkdlybuf4s50_1" \
    cts_tree "done" \
    largest_reg_flops 7 \
    wire_per_inst_um 9.97 \
    synth_warnings 1 \
    core.rowCount 21 \
    power-per-cell-area_mw_per_mm2 684 \
    synth_flops 7 \
    highest_layer "met3" \
    synth.avg_cell_area_um2 9.91 \
    post_synth_main_area_contributors "dfrtp_1, dfstp_2, a41oi_1" \
    ys_sh_aoi_pct 20.8 \
    slew_violations 0 \
    dieArea_mm2 0.00640 \
    synth_cell_types 21 \
    worstSkewPairLatency_ps 250 \
    cts_max_level 1 \
    finalClockPeriodUsage_pct 91.2 \
    layout_top_cells "clkdlybuf4s50_1, dfrtp_1, buf_4" \
    timing.critical_path.buf_inv 2 \
    ir_drop_mv 0.228 \
    synth_cells 37 \
    drive_above_1_share_pct 18.2 \
    end_kind "output pin" \
    area_growth_pct 88.7 \
    hold_ws_ps 352 \
    cts_sinks 7 \
    cp-start-kind "register" \
    reg_top3 "current_state (7)" \
    status "finished clean" \
    setup_ws_ps 150 \
    setup_viol 0 \
    die.size.y_um 80 \
    grt_use_total_pct 3.40 \
    clock.fmax_ghz 0.645 \
    fp-utilization_pct 10.7 \
    io_buffers 20 \
    ys_sh_simple_pct 27.0 \
    min_path_type "in2async" \
    fin_setup_tns_ps 0 \
    ys_cells 37 \
    drt-total-wl_um 1120 \
    required_ps 1360 \
    clkTransAtPathRegs_ps 50 \
    antenna_cells 0 \
    io_pins 21 \
    regMostFlops "current_state" \
    pre_cts_slack_ps -276 \
    routed-via-count 393 \
    antenna_found_initial 0 \
    hold_viol 0 \
    place.gp.congestion 0.695 \
    via_per_inst 3.51 \
    adder_share_pct 0 \
    ys_sh_mux_pct 0 \
    antenna_left 0 \
    reg2reg_depth 4 \
    clock-root-buffer "clkbuf_4" \
    maxSlewHeadroom_pct 78.8 \
    cpPeakStageDelay_ps 460 \
    post-dp-hpwl_um 956 \
    mostFrequentLayoutCell "clkdlybuf4s50_1" \
    cts_made_buffers 3 \
    grt_max_degree 8 \
    synth_area_um2 367 \
    worstPathMaxFanout 4 \
]
[worst register-to-register path, stage by stage, from the launching register on]
cell and delay, ps:
dfrtp_1 390, buf_4 150, and2_1 150, a41oi_1 190, a41oi_1 70
[cells in the mapped netlist]
master,count
nand3b_1,1
a31oi_1,1
nor3_1,1
nor3b_1,1
and2_1,1
a21oi_1,1
nor2_1,4
and2b_4,1
a41oi_1,3
inv_1,4
nand2_1,2
o21ai_0,1
nand4b_1,1
a22oi_1,1
and3b_1,1
dfrtp_1,6
and4bb_1,1
o2bb2ai_1,2
nand3_1,2
o221ai_1,1
dfstp_2,1
[worst max-delay path by stage]
stage,to,slack (ps),from,depth (start not counted)
4_1_cts,deser_en,130,current_state[5],2
5_1_grt,deser_en,80,current_state[5],2
6_report,deser_en,150,current_state[5],2
[per-layer routing]
metal	track usage [%]	up-vias
li1	-	199
met1	5.06	169
met2	3.37	25
met3	3.07	0
met4	0.352	0
met5	0	-
[per-stage QoR]
stage	cells	util, %	power, mW	instance area, um^2
finish	112	20.3	0.473	692
global placement	107	19.2	0.335	654
global route	112	20.3	0.517	692
CTS	112	20.3	0.483	692
floorplan	37	-	0.227	367
detailed placement	107	19.2	0.336	654
[cell type report]
class	instances	area, um^2
clock buffer	4	26.3
fill	390	2720
inverter	4	15.0
multi-input combinational	26	184
sequential	7	176
tap	46	57.6
timing repair buffer	25	233
[report_power, final]
group	switching [mW]	internal (mW)	total, mW
clock	0.0586	0.0894	0.148
sequential	0.0122	0.179	0.191
combinational	0.0443	0.0897	0.134
[repair_timing]
| action | 4_1_cts | 5_1_grt |
|---|---|---|
| endpoints found under the setup margin | 3 | 0 |
| resized | 6 | 0 |
| hold buffers | 0 | 0 |
| buffers inserted | 1 | 0 |
[kinds of logic after synthesis]
group | after synthesis
AND/OR/NAND/NOR | 16
AND-OR/OR-AND | 10
buffers and inverters | 4
flip-flops | 7
Power figures rest on the tool's default switching activity, not on a simulated workload.
